File: /design/flow/design.v
module full_adder (  
		  input a, b,  
                  input Cin, 
		  output S ,
                  output Cout
                  );  
 wire s0,c0,c1;
 assign s0 = a^b;
 assign c0 = a&b;
 assign S = s0 ^ Cin;
 assign Cout = (s0 & Cin) | c0;
endmodule  
module CLA_4bit(
   input [3:0] x,
   input [3:0] y,   
   input cO,
   output [3:0]  s,
   output p,g
);
assign s = x+y+cO;
assign g = 
(x[3]&y[3])|
(x[2]&y[2]&(x[3]|y[3]))|
(x[0]&y[0]&(x[3]|y[3])&(x[2]|y[2]))|
(x[0]&y[0]&(x[3]|y[3])&(x[2]|y[2])&(x[1]|y[1]));
assign p = (x[3]|y[3])&(x[2]|y[2])&(x[1]|y[1])&(x[0]|y[0]) ;
endmodule
module CLA_adder
  #(parameter WIDTH = 32)
  (
   input [WIDTH-1:0] A,
   input [WIDTH-1:0] B,   
   input Cin,
   output [WIDTH-1:0]  Sum,
   output Cout,
   output Overflow
   );
  wire [(WIDTH/4):0]   Cin_P;
  wire [(WIDTH/4)-1:0]   w_G, w_P;
  genvar j;
  generate
    for (j=0; j < WIDTH/4; j=j+1) 
      begin
	      CLA_4bit stage1(A[3+j*4:j*4],B[3+j*4:j*4],Cin_P[j],Sum[3+j*4:j*4],w_P[j],w_G[j]);
        assign Cin_P[j+1] = w_G[j] | (w_P[j] & Cin_P[j]);
      end
  endgenerate
  assign Cin_P[0] = Cin; 
  assign Cout = Cin_P[(WIDTH/4)];   
  assign Overflow = ~(A[WIDTH - 1] ^ B[WIDTH - 1]) & (A[WIDTH - 1] ^ Sum[WIDTH - 1]);
endmodule
module registerNbits #(parameter N = 32) (clk,reset,en, inp, out);
  input clk,reset,en;
  output reg [N-1:0] out;
  input [N-1:0] inp;
  always @(posedge clk)
  begin
    if (reset)
      out <= 'b0;
    else if(en)
      out <= inp;
  end
endmodule
module fpa_with_regisers (clk,reset,en,inputA, inputB, result, OF);
  input clk,reset,en;
  input [31:0] inputA, inputB;
  output [31:0] result;
  output OF;
  wire [32-1:0] A_reg;
  wire [32-1:0] B_reg;
  wire [32-1:0] out;
  registerNbits #(32) regA (clk,reset,en,inputA, A_reg);
  registerNbits #(32) regB (clk,reset,en,inputB, B_reg);
  fpa fpa_obj (
        .A(A_reg),
        .B(B_reg),
        .O(out),
        .OF(OF)
      );
  registerNbits #(32) outReg (clk,reset,en,out,result);
endmodule
module fpa(A, B, O, OF);
  input [31:0] A, B;
  output [31:0] O;
  output OF;
  wire [31:0] O;
  wire [7:0] a_exponent;
  wire [23:0] a_mantissa;
  wire [7:0] b_exponent;
  wire [23:0] b_mantissa;
  reg        o_sign;
  reg [7:0]  o_exponent;
  reg [24:0] o_mantissa;
  reg [31:0] adder_a_in;
  reg [31:0] adder_b_in;
  wire [31:0] adder_out;
  assign O[31] = o_sign;
  assign O[30:23] = o_exponent;
  assign O[22:0] = o_mantissa[22:0];
  wire a_sign;
  wire b_sign;
  assign a_sign = A[31];
  assign a_exponent[7:0] = A[30:23];
  assign a_mantissa[23:0] = A[23:0];
  assign b_sign = B[31];
  assign b_exponent[7:0] = B[30:23];
  assign b_mantissa[23:0] = B[23:0];
  adder A1
        (
          .a(adder_a_in),
          .b(adder_b_in),
          .out(adder_out),
          .of(OF)
        );
  always @(*)
  begin
    if ((a_exponent == 8'd255 && a_mantissa != 24'd0) || (b_exponent == 8'd0) && (b_mantissa == 24'd0))
    begin
      o_sign = a_sign;
      o_exponent = a_exponent;
      o_mantissa = a_mantissa;
    end
    else if ((b_exponent == 255 && b_mantissa != 0) || (a_exponent == 0) && (a_mantissa == 0))
    begin
      o_sign = b_sign;
      o_exponent = b_exponent;
      o_mantissa = b_mantissa;
    end
    else if ((a_exponent == 255) || (b_exponent == 255))
    begin
      o_sign = a_sign ^ b_sign;
      o_exponent = 255;
      o_mantissa = 0;
    end
    else
    begin  
      adder_a_in = A;
      adder_b_in = B;
      o_sign = adder_out[31];
      o_exponent = adder_out[30:23];
      o_mantissa = adder_out[22:0];
    end
  end
endmodule
module adder(a, b, out, of);
  input  [31:0] a, b;
  output [31:0] out;
  output of;
  wire [31:0] out;
  reg a_sign;
  reg [7:0] a_exponent;
  reg [23:0] a_mantissa;
  reg b_sign;
  reg [7:0] b_exponent;
  reg [23:0] b_mantissa;
  reg o_sign;
  reg [7:0] o_exponent;
  reg [24:0] o_mantissa;
  reg [7:0] diff;
  reg [23:0] tmp_mantissa;
  reg [7:0] tmp_exponent;
  reg  [7:0] i_e;
  reg  [24:0] i_m;
  wire [7:0] o_e;
  wire [24:0] o_m;
  addition_normaliser norm1
                      (
                        .in_e(i_e),
                        .in_m(i_m),
                        .out_e(o_e),
                        .out_m(o_m)
                      );
  assign out[31] = o_sign;
  assign out[30:23] = o_exponent;
  assign out[22:0] = o_mantissa[22:0];
  reg  [23:0] CLA_IN1;
  reg  [23:0] CLA_IN2;
  wire  [23:0] CLA_SUM;
  wire  CLA_COUT;
  CLA_adder #(24) c1(CLA_IN1, CLA_IN2, 1'b0, CLA_SUM, CLA_COUT,of);
  always @ ( * )
  begin
    a_sign = a[31];
    if(a[30:23] == 0)
    begin
      a_exponent = 8'b00000001;
      a_mantissa = {1'b0, a[22:0]};
    end
    else
    begin
      a_exponent = a[30:23];
      a_mantissa = {1'b1, a[22:0]};
    end
    b_sign = b[31];
    if(b[30:23] == 0)
    begin
      b_exponent = 8'b00000001;
      b_mantissa = {1'b0, b[22:0]};
    end
    else
    begin
      b_exponent = b[30:23];
      b_mantissa = {1'b1, b[22:0]};
    end
    if (a_exponent == b_exponent)
    begin  
      o_exponent = a_exponent;
      if (a_sign == b_sign)
      begin  
        CLA_IN1 = a_mantissa;
        CLA_IN2 = b_mantissa;
        o_mantissa[23:0]= CLA_SUM;
        o_mantissa[24] = 1;
        o_sign = a_sign;
      end
      else
      begin  
        o_mantissa[24] = 1'b0;
        if(a_mantissa > b_mantissa)
        begin
          CLA_IN1 = a_mantissa;
          CLA_IN2 = ~b_mantissa;  
          o_mantissa[23:0] = CLA_SUM;
          o_sign = a_sign;
        end
        else
        begin
          CLA_IN1 = ~a_mantissa;
          CLA_IN2 = b_mantissa;  
          o_mantissa[23:0] = CLA_SUM;
          o_sign = b_sign;
        end
      end
    end
    else
    begin  
      if (a_exponent > b_exponent)
      begin  
        o_exponent = a_exponent;
        o_sign = a_sign;
        diff = a_exponent - b_exponent;
        tmp_mantissa = b_mantissa >> diff;
        if (a_sign == b_sign)
        begin
          CLA_IN1 = a_mantissa;
          CLA_IN2 = tmp_mantissa;
          o_mantissa[23:0]= CLA_SUM;
          o_mantissa[24] = CLA_COUT;
        end
        else
        begin
          CLA_IN1 = a_mantissa;
          CLA_IN2 = ~tmp_mantissa;
          o_mantissa[23:0]= CLA_SUM;
          o_mantissa[24] = 1'b0;
        end
      end
      else if (a_exponent < b_exponent)
      begin  
        o_exponent = b_exponent;
        o_sign = b_sign;
        diff = b_exponent - a_exponent;
        tmp_mantissa = a_mantissa >> diff;
        if (a_sign == b_sign)
        begin
          CLA_IN1 = b_mantissa;
          CLA_IN2 = tmp_mantissa;
          o_mantissa[23:0]= CLA_SUM;
          o_mantissa[24] = CLA_COUT;
        end
        else
        begin
          CLA_IN1 = b_mantissa;
          CLA_IN2 = ~tmp_mantissa;
          o_mantissa[23:0]= CLA_SUM;
          o_mantissa[24] = 0;
        end
      end
    end
    if(o_mantissa[24] == 1)
    begin
      o_exponent = o_exponent + 1;
      o_mantissa = o_mantissa >> 1;
    end
    else if((o_mantissa[23] != 1) && (o_exponent != 0))
    begin
      i_e = o_exponent;
      i_m = o_mantissa;
      o_exponent = o_e;
      o_mantissa = o_m;
    end
  end
endmodule
module addition_normaliser(in_e, in_m, out_e, out_m);
  input [7:0] in_e;
  input [24:0] in_m;
  output [7:0] out_e;
  output [24:0] out_m;
  wire [7:0] in_e;
  wire [24:0] in_m;
  reg [7:0] out_e;
  reg [24:0] out_m;
  always @ ( * )
  begin
    if (in_m[23:3] == 21'b000000000000000000001)
    begin
      out_e = in_e - 20;
      out_m = in_m << 20;
    end
    else if (in_m[23:4] == 20'b00000000000000000001)
    begin
      out_e = in_e - 19;
      out_m = in_m << 19;
    end
    else if (in_m[23:5] == 19'b0000000000000000001)
    begin
      out_e = in_e - 18;
      out_m = in_m << 18;
    end
    else if (in_m[23:6] == 18'b000000000000000001)
    begin
      out_e = in_e - 17;
      out_m = in_m << 17;
    end
    else if (in_m[23:7] == 17'b00000000000000001)
    begin
      out_e = in_e - 16;
      out_m = in_m << 16;
    end
    else if (in_m[23:8] == 16'b0000000000000001)
    begin
      out_e = in_e - 15;
      out_m = in_m << 15;
    end
    else if (in_m[23:9] == 15'b000000000000001)
    begin
      out_e = in_e - 14;
      out_m = in_m << 14;
    end
    else if (in_m[23:10] == 14'b00000000000001)
    begin
      out_e = in_e - 13;
      out_m = in_m << 13;
    end
    else if (in_m[23:11] == 13'b0000000000001)
    begin
      out_e = in_e - 12;
      out_m = in_m << 12;
    end
    else if (in_m[23:12] == 12'b000000000001)
    begin
      out_e = in_e - 11;
      out_m = in_m << 11;
    end
    else if (in_m[23:13] == 11'b00000000001)
    begin
      out_e = in_e - 10;
      out_m = in_m << 10;
    end
    else if (in_m[23:14] == 10'b0000000001)
    begin
      out_e = in_e - 9;
      out_m = in_m << 9;
    end
    else if (in_m[23:15] == 9'b000000001)
    begin
      out_e = in_e - 8;
      out_m = in_m << 8;
    end
    else if (in_m[23:16] == 8'b00000001)
    begin
      out_e = in_e - 7;
      out_m = in_m << 7;
    end
    else if (in_m[23:17] == 7'b0000001)
    begin
      out_e = in_e - 6;
      out_m = in_m << 6;
    end
    else if (in_m[23:18] == 6'b000001)
    begin
      out_e = in_e - 5;
      out_m = in_m << 5;
    end
    else if (in_m[23:19] == 5'b00001)
    begin
      out_e = in_e - 4;
      out_m = in_m << 4;
    end
    else if (in_m[23:20] == 4'b0001)
    begin
      out_e = in_e - 3;
      out_m = in_m << 3;
    end
    else if (in_m[23:21] == 3'b001)
    begin
      out_e = in_e - 2;
      out_m = in_m << 2;
    end
    else if (in_m[23:22] == 2'b01)
    begin
      out_e = in_e - 1;
      out_m = in_m << 1;
    end
  end
endmodule
File: /design/flow/run.sh
#!/bin/bash
# OpenROAD 26Q1-2900-gdf79404cd8, Yosys 0.63+post, stock flow scripts
make -C /OpenROAD-flow-scripts/flow DESIGN_CONFIG=/design/flow/config.mk WORK_HOME=/design/flow/orfs finish
File: /design/flow/config.mk
export PLATFORM = sky130hd
export DESIGN_NAME = fpa_with_regisers
export DESIGN_NICKNAME = fpa_with_regisers
export VERILOG_FILES = /design/flow/design.v
export SDC_FILE = /design/flow/constraint.sdc
export NUM_CORES = 4
export LEC_CHECK = 1
export CORE_UTILIZATION = 50
File: /design/flow/constraint.sdc
current_design fpa_with_regisers

set clk_period 5.8
set clk_io_pct 0.2

create_clock -name clk0 -period $clk_period [get_ports {clk}]

set non_clock_inputs [all_inputs -no_clocks]
set_input_delay [expr $clk_period * $clk_io_pct] -clock clk0 $non_clock_inputs
set_output_delay [expr $clk_period * $clk_io_pct] -clock clk0 [all_outputs]
==> run notes <==
fresh numbers from the pnr run: WP buf/inv=1, Worst-path clk slew=0.08 ns, GP Congestion=1.035, CP Capture Type=flop, Core Util, Final=0.5582, setup slack, reg-to-reg=3.19 ns, Synth Warn #=301, Max VDD drop=0.0001502 V, Hold WS=0.5054 ns, Final setup violation count=0, count of unclocked register or latch pins=206, crit-path leading delay family=simple AND/OR/NAND/NOR gates, pwr dens=78.95 nW/µm², first-pass GRT wire length=100,400 µm, port buffer count=99, vias in the first global route=15,883, initial antenna violation count=0, drt via density=6.285, Final Non-Filler Cells=2,853, Final period util=0.4500, CP max stage cell=nor4_1, Cell Rows=69, layout cells sized above 1=0.05017, Core Util at FP=0.5111, total grt overflow=0, Max Fanout on Critical Path=45, Post-CTS Setup Bufs=0, First-pass DRT Iterations=8, Arr. time, crit path=2.89 ns, Slew headroom=0.2883, Avg Synthesized Cell Area=7.738 µm², final antenna-violating net count=0, critical path cell sequence=nor4_1, nand4_1, o22ai_4, buf_4, nand2_1, o21ai_0, mux2i_1, nor2_1, Cell Area, Synth=18,270 µm², yosys cell count=2,361, Late-Pin Clk Latency=0.35 ns, Synth async-reset ratio=0, CP peak stage delay=0.48 ns, Setup CP Type=flop to flop, Fill cells=3,352, # IOs=100, ys flops=302, critical path launch point type=flop, Die Wd=193.1 µm, clk root buf=clkbuf_16, DP Cell Count=2,837, Least-Margin Pin Slew=1.054 ns, worst min-delay path category=flop to flop, Most common reg cell=dlxtn_1, gr usage total=0.3747, synthesis area per yosys=18,270 µm², Pleak=8.666 nW, Hold Fails Final Rpt=0, biggest area cells=dlxtn_1 17%, dfxtp_1 11%, mux2i_1 8.9%, Post-synth EDFFs=0, Max Clock Skew=0.01320 ns, Starting DRT DRC Count=2,059, total inserted antenna cells=0, total negative slack=0 ns, top cells by count, synth=279 x nor2_1, 206 x dlxtn_1, 193 x nand2_1, count of tool warnings=73, largest net degree at the start of global routing=66, clk buf depth=2, Max-Cap Viols=0, CTS resizes=0, max frequency=383.2 MHz, worst endpoint required time=6.08 ns, via count=17,931, Distinct lib cells used=87, RSZ-0062 raised after global routing=no, die height=193.1 µm, Area growth, synth to finish=9.205%, HPWL Detailed=53,220 µm, Residual DRC=0, WL per Instance=23.76 µm, cell taking the most area after synthesis=dlxtn_1, Largest type area fraction=0.1691, CTS buffer count=9, CTS tree=yes, die area=37,310 µm², CTS HTree Levels=3, max-slew violations=0, Routed WL=67,800 µm, CTS Hold Bufs=0, status=finished, final reports clean, endpoints left unconstrained=207, core area=35,740 µm², min Tclk post-route=2.610 ns, Synth Instances=2,361, top-count cell post-synth=nor2_1
[power by group]
part           total, W  switching [W]  internal, W
clock          0.000584       0.000283     0.000300
sequential     0.000785      0.0000545     0.000730
combinational  0.000207      0.0000985     0.000108
[area by class of cell]
cell class | instances | area [µm²] | area share
clock inverters | 7 | 65.06 | 0.003261
inverters | 125 | 469.2 | 0.02352
clock buffers | 9 | 225.2 | 0.01129
well taps | 461 | 576.8 | 0.02891
multi-input cells | 1810 | 12310 | 0.6172
repair buffers | 139 | 1286 | 0.06447
flip-flops and latches | 302 | 5015 | 0.2514
[cell usage in the layout (no fill, tap or decap), types with 20 or more instances in the layout]
cell and n:
a22oi_1 40, nand3_1 48, nor2_1 278, o22ai_1 37, nor4_1 21, dlxtn_1 206
nor3_1 32, dfxtp_1 96, o21ai_0 150, a221o_1 30, mux2i_1 162, a21oi_1 141
a211oi_1 39, o211ai_1 29, conb_1 80, inv_1 122, nand4_1 26, a31oi_1 28
mux4_2 20, ha_1 105, buf_4 42, a221oi_1 23, xnor2_1 76, a21o_1 24
nand2_1 193, clkdlybuf4s50_1 97
[metal layers]
| metal | track usage | vias up | routed length (µm) | part of all wire |
|---|---|---|---|---|
| li1 | - | 8425 | - | - |
| met1 | 0.5981 | 8445 | 30560 | 0.45 |
| met2 | 0.4962 | 988 | 26890 | 0.40 |
| met3 | 0.1320 | 73 | 8826 | 0.13 |
| met4 | 0.06941 | 0 | 1515 | 0.022 |
| met5 | 0 | - | 0 | 0 |
[flip-flops by register name, summed over array words and instances, names as in the netlist]
name                    cells
fpa_obj.A1.CLA_IN2         24
fpa_obj.A1.i_m             24
fpa_obj.adder_b_in         32
regA.out                   32
fpa_obj.A1.i_e              8
fpa_obj.A1.CLA_IN1         24
fpa_obj.A1.norm1.out_e      8
regB.out                   32
fpa_obj.A1.o_mantissa      23
fpa_obj.A1.o_exponent       8
fpa_obj.A1.norm1.out_m     22
outReg.out                 32
fpa_obj.A1.o_sign           1
fpa_obj.adder_a_in         32
[kinds of logic (layout without fill, tap and decap cells)]
logic type               after synthesis  in the layout  share of synthesized area
AND/OR/NAND/NOR                      695            695                     0.1722
AND-OR/OR-AND                        638            638                     0.2295
buffers and inverters                328            280                    0.07123
latches                              206            206                     0.1691
multiplexers                         195            195                     0.1255
adder cells (fa/ha/maj)              118            118                    0.08616
flip-flops                            96             96                     0.1052
XOR/XNOR                              84             84                    0.04068
other                                  1             80                  0.0002053
[stage by stage]
stage               instance area, µm²  setup WS [ns]  total power (W)
floorplan                        18570          3.353        0.0008793
global placement                 19660          3.244         0.001000
detailed placement               19660          3.218         0.001002
CTS                              19950          3.196         0.001580
global route                     19950          2.932         0.001633
finish                           19950          3.190         0.001575
[final timing paths]
path	from	to	cells past startpoint
worst max-delay path	regB.out[0]	outReg.out[2]	8
worst min-delay path	outReg.out[28]	outReg.out[28]	2
worst min register to register	outReg.out[28]	outReg.out[28]	2
worst max register to register	regB.out[0]	outReg.out[2]	8
[worst min-delay path, stage by stage (launching register included)]
cell and delay, ns:
dfxtp_1 0.33, o21ai_0 0.07, nor2_1 0.07
Power is estimated from default activity; no workload was simulated.
